## flow/design.v

```verilog
`timescale 1ns / 1ps
module kypad_decoder(
    input clk,
    input rst,
    output logic [3:0] col,
    input [3:0] row,
    output [3:0] decode_out,
    output is_a_key_pressed
    );
    logic [19:0] sclk;
    logic [3:0] decode_reg;
    logic is_a_key_pressed_reg;
    always_ff @(posedge clk, posedge rst) begin
        if (rst == 1'b1) begin 
            decode_reg <= 4'b0;
            is_a_key_pressed_reg <= 1'b0;
        end 
        else begin
            if (sclk == 20'b11000011010100000) begin
                col <= 4'b0111;
                sclk <= sclk + 1;
            end
            else if (sclk == 20'b11000011010101000) begin
                if (row == 4'b0111) begin
                    decode_reg <= 4'b0001;  
                    is_a_key_pressed_reg <= 1'b1;
                end
                else if (row == 4'b1011) begin
                    decode_reg <= 4'b0100;  
                    is_a_key_pressed_reg <= 1'b1;
                end
                else if (row == 4'b1101) begin
                    decode_reg <= 4'b0111;  
                    is_a_key_pressed_reg <= 1'b1;
                end
                else if (row == 4'b1110) begin
                    decode_reg <= 4'b0000;  
                    is_a_key_pressed_reg <= 1'b1;
                end
                else begin
                    decode_reg <= decode_reg; 
                    is_a_key_pressed_reg <= 1'b0;
                end
                sclk <= sclk + 1;   
            end  
            if (sclk == 20'b110000110101000000) begin
                col <= 4'b1011;
                sclk <= sclk + 1;
            end  
            else if (sclk == 20'b110000110101001000) begin
                if (row == 4'b0111) begin
                    decode_reg <= 4'b0010;  
                    is_a_key_pressed_reg <= 1'b1;
                end
                else if (row == 4'b1011) begin
                    decode_reg <= 4'b0101;  
                    is_a_key_pressed_reg <= 1'b1;
                end
                else if (row == 4'b1101) begin
                    decode_reg <= 4'b1000;  
                    is_a_key_pressed_reg <= 1'b1;
                end
                else if (row == 4'b1110) begin
                    decode_reg <= 4'b1111;  
                    is_a_key_pressed_reg <= 1'b1;
                end
                else begin
                    decode_reg <= decode_reg; 
                    is_a_key_pressed_reg <= 1'b0;
                end
                sclk <= sclk + 1; 
            end
            if (sclk == 20'b1001001001111100000) begin
                col <= 4'b1101;
                sclk <= sclk + 1;
            end  
            else if (sclk == 20'b1001001001111101000) begin
                if (row == 4'b0111) begin
                    decode_reg <= 4'b0011;  
                    is_a_key_pressed_reg <= 1'b1;
                end
                else if (row == 4'b1011) begin
                    decode_reg <= 4'b0110;  
                    is_a_key_pressed_reg <= 1'b1;
                end
                else if (row == 4'b1101) begin
                    decode_reg <= 4'b1001;  
                    is_a_key_pressed_reg <= 1'b1;
                end
                else if (row == 4'b1110) begin
                    decode_reg <= 4'b1110;  
                    is_a_key_pressed_reg <= 1'b1;
                end
                else begin
                    decode_reg <= decode_reg; 
                    is_a_key_pressed_reg <= 1'b0;
                end
                sclk <= sclk + 1; 
            end
            if (sclk == 20'b1100001101010000000) begin
                col <= 4'b1110;
                sclk <= sclk + 1;
            end  
            else if (sclk == 20'b1100001101010001000) begin
                if (row == 4'b0111) begin
                    decode_reg <= 4'b1010;  
                    is_a_key_pressed_reg <= 1'b1;
                end
                else if (row == 4'b1011) begin
                    decode_reg <= 4'b1011;  
                    is_a_key_pressed_reg <= 1'b1;
                end
                else if (row == 4'b1101) begin
                    decode_reg <= 4'b1100;  
                    is_a_key_pressed_reg <= 1'b1;
                end
                else if (row == 4'b1110) begin
                    decode_reg <= 4'b1101;  
                    is_a_key_pressed_reg <= 1'b1;
                end
                else begin
                    decode_reg <= decode_reg; 
                    is_a_key_pressed_reg <= 1'b0;
                end
                sclk <= sclk + 1; 
            end            
        end    
    end
    assign decode_out = decode_reg;
    assign is_a_key_pressed = is_a_key_pressed_reg;
endmodule
```

## flow/run.sh

```bash
#!/bin/bash
# OpenROAD 26Q1-2900-gdf79404cd8, Yosys 0.63+post, stock flow scripts
make -C /OpenROAD-flow-scripts/flow DESIGN_CONFIG=/design/flow/config.mk WORK_HOME=/design/flow/orfs finish
```

## flow/config.mk

```make
export PLATFORM = sky130hd
export DESIGN_NAME = kypad_decoder
export DESIGN_NICKNAME = kypad_decoder
export VERILOG_FILES = /design/flow/design.v
export SDC_FILE = /design/flow/constraint.sdc
export NUM_CORES = 4
export LEC_CHECK = 1
export CORE_AREA = 10 10 109 109
export DIE_AREA = 0 0 119 119
```

## flow/constraint.sdc

```tcl
current_design kypad_decoder

set clk_period 4.1
set clk_io_pct 0.2

create_clock -name clk0 -period $clk_period [get_ports {clk}]

set non_clock_inputs [all_inputs -no_clocks]
set_input_delay [expr $clk_period * $clk_io_pct] -clock clk0 $non_clock_inputs
set_output_delay [expr $clk_period * $clk_io_pct] -clock clk0 [all_outputs]
```

==> run notes <==
Notes on the flow outputs.

- The OpenROAD report gives the critical path a data arrival time of 2520 ps.
- The number of hold buffers added after cts reads 0.
- VDD sags by at most 0.156 mV.
- The worst-case setup margin in the final layout reads 1540 ps.
- In the power breakdown, the internal column shows 511 uW.
- The total number of vias is 1620.
- The main flop type reads edfxtp_1.
- By area the synthesized netlist is led by edfxtp_1 (35%), dfrtp_1 (6.1%), xnor2_1 (5.2%), xor2_1 (3.0%), nand3_1 (2.9%).
- The routed design could run at a clock period as short as 2560 ps.
- The register share after synthesis reads 0.415.
- The total wire length after detailed routing reads 4610 um.
- The leakage power in the latest report is 0.811 nW.
- The clock network fraction of total power is 0.447.
- The sequential cell area reads 846 um^2.
- The tree built by TritonCTS fans out to 29 sinks.
- In the setup report, the worst path falls into the class flop to flop.
- The worst hold path class is flop to flop.
- The number of OpenROAD warnings reads 26.
- The area growth from synthesis to layout is 18.7%.
- The final total negative setup slack is 0 ps.
- For the pin with the worst max-slew slack, the measured transition is 516 ps.
- The floorplan utilization reads 0.211.
- The total number of H-tree levels reads 2.
- The number of synthesized register bits reads 29.
- Entering global routing, the biggest net connects 21 pins.
- The normalized max-slew margin reads 0.647.
- The number of buffers added on ports reads 14.
- The part of the power in registers is 0.497.
- In the final report, the number of pins over their slew limit comes to 0.
- Per the OpenROAD floorplan log, the width of the die is 119 um.
- The number of I/O pins is 15.
- The clock passes through at most 2 buffers.
- The number of cells in the finished layout apart from fillers is 349.
- The clock root buffer is clkbuf_8.
- Walking the worst path, the cells encountered are nor4b_4, nand4_1, or3_4, o2111a_1, a21oi_2, buf_4.
- In the final report, the number of hold violations comes to 0.
- The longest incremental delay of any stage on the critical path is reported as 510 ps.
- The area fraction of the largest cell type after synthesis is 0.354.
- The first routing iteration left 130 violations.
- The area of combinational cells with multiple inputs is 1120 um^2.
- The CTS clock-pin slew for the worst setup and hold paths is 60 ps.
- STA classifies the critical path startpoint as a flop.
- The via-per-instance ratio reads 4.64.
- The number of antenna violations at the first check in global routing reads 0.
- The run finished with clean final reports.
- The total inserted antenna cells is 0.
- The Yosys warning count is 1.
- The number of cell instances after yosys synthesis is 201.
- The CTS tree is built.
- Setup slack on the worst path after placement came out at 1350 ps.
- The final timing summary puts the cycle share of the worst path at 0.625.
- Post-CTS timing repair inserted 0 buffers for setup.
- Across every metal layer, demand over resource in global routing totals 0.0632.
- The total standard cell area after synthesis reads 2040 um^2.
- The final worst hold slack is 533 ps.
- For the worst setup path, the data required time is 4060 ps.
- Per the layout report, the design carries 1051 filler cells.
- In the synthesized netlist the async set-or-reset flop fraction comes to 0.172.
- The clock latency reported for the late side of the worst-skew pair reads 270 ps.
- The max capacitance violation total reads 0.
- Of the total power, combinational logic draws 0.056.
- The core occupancy in the finished layout is 0.251.
- Switching power as a fraction of the total was reported as 0.201.
- The via count of the first global-routing pass is 1525.
- The residual DRC count is 0.
- The summed standard-cell area reported by yosys reads 2040 um^2.
- In this run the mean area of a mapped cell was 10.1 um^2.
- The fraction of layout cells with a size suffix above 1 reads 0.116.
- The number of setup violations in the final report reads 0.
- The flip-flop count of the largest register after layout reads 20.
- The number of enable-type register cells in the synthesized netlist reads 24.
- The average wire length per cell after detail routing is 13.2 um.
- The achievable frequency is 390 MHz.
- The remaining global-route overflow is 0.
- In this run the power spent charging and discharging nets is 129 uW.
- Clock skew on the completed layout was measured at 6.74 ps.
- The slowest library cell on the worst path is edfxtp_1.
- The power per cell area reads 265 nW/um^2.
- Summed over all instances, the cell type with the most area after synthesis is edfxtp_1.
- The placed wire-length estimate reads 3310 um.
- The post-route antenna net violation count reads 0.
- The die is 119 um tall.
- The tally of unique sky130hd cells used after synthesis is 57.
- Buffers inserted during clock tree synthesis total 5.
- The iteration count of the initial detailed-routing pass is 4.
- The first-pass GRT wire length reads 7600 um.
- Including well taps, the total number of placed cells is 341.
- The library cell used most frequently in the layout, excluding fill and tap cells, is edfxtp_1.
- The post-CTS resize count is 0.
- The critical path maximum fanout is 20.
- Leaving out fill and tap cells, the most frequent cells in the layout are edfxtp_1 (24), nand2_1 (15), clkdlybuf4s50_1 (14).
- Setup repair after global routing left no endpoint under its margin.
- The total core area is 9640 um^2.
- The cell count after synthesis reads 201.
- The element type at the critical path end reads a flop.
- The chip occupies 14200 um^2.
- The final weighted congestion in routability-driven placement reads 0.873.
- The number of rows in the core area is 36.
-- per-stage QoR --
stage	power, mW	cell area, um^2
floorplan	0.346	2040
global placement	0.360	2310
detailed placement	0.360	2310
CTS	0.650	2420
global route	0.667	2420
finish	0.640	2420
-- power groups by stage --
stage / logic, mW / registers, mW / clock network, mW
CTS: 0.0359 / 0.318 / 0.296
global route: 0.0395 / 0.318 / 0.310
finish: 0.0357 / 0.318 / 0.286
-- routing by layer --
layer,vias up,global-route usage,routed length (um)
met2,36,0.0999,2150
met3,2,0.0139,192
met5,-,0,0
met1,784,0.0897,2230
met4,0,0.00840,38
li1,798,-,-
-- critical path, delay by kind of cell (launching register included) --
kind | cells | cell delay (ps)
flip-flops | 1 | 510
AND/OR/NAND/NOR | 3 | 1140
AND-OR/OR-AND | 2 | 290
buffers and inverters | 1 | 290
-- cell usage after synthesis, types with 3 or more instances --
cell / instances
edfxtp_1: 24
nand2_1: 15
nand3_1: 12
nor2_1: 12
xnor2_1: 12
a21oi_1: 10
o21ai_0: 9
inv_1: 7
xor2_1: 7
and3_1: 6
buf_2: 5
dfrtp_1: 5
nand4_1: 4
a211o_1: 3
a211oi_1: 3
and2_1: 3
and4b_1: 3
nor3_1: 3
nor4b_1: 3
or3_1: 3
-- cells by family (layout without fill, tap and decap cells) --
family | after synthesis | in the layout | share of synthesized area
buffers and inverters | 15 | 30 | 0.0326
XOR/XNOR | 19 | 19 | 0.0817
AND/OR/NAND/NOR | 91 | 91 | 0.299
flip-flops | 29 | 29 | 0.415
multiplexers | 1 | 1 | 0.00737
adder cells (fa/ha/maj) | 2 | 2 | 0.0123
AND-OR/OR-AND | 44 | 44 | 0.152
-- final timing paths --
path	startpoint	end	slack, ps	cells past startpoint
hold reg to reg	is_a_key_pressed_reg	is_a_key_pressed_reg	530	1
hold / removal	is_a_key_pressed_reg	is_a_key_pressed_reg	530	1
min in group asynchronous	rst	decode_reg[1]	850	2
setup reg to reg	sclk[5]	sclk[5]	1540	6
max in group asynchronous	rst	decode_reg[0]	3050	2
setup / recovery	sclk[5]	sclk[5]	1540	6
-- cell type report --
| type | count | share of cell area |
|---|---|---|
| clock inverter | 2 | 0.0140 |
| multi-input combinational | 157 | 0.465 |
| inverter | 7 | 0.0109 |
| tap | 133 | 0.0688 |
| timing repair buffer | 15 | 0.0611 |
| sequential | 29 | 0.350 |
| clock buffer | 6 | 0.0300 |
Power is estimated from default activity; no workload was simulated.
