--- design/flow/run.sh ---
#!/bin/bash
# OpenROAD 26Q1-2900-gdf79404cd8, Yosys 0.63+post, stock flow scripts
make -C /OpenROAD-flow-scripts/flow DESIGN_CONFIG=/design/flow/config.mk WORK_HOME=/design/flow/orfs finish
--- design/flow/config.mk ---
export PLATFORM = sky130hd
export DESIGN_NAME = disp_ctrl
export DESIGN_NICKNAME = disp_ctrl
export VERILOG_FILES = /design/flow/design.v
export SDC_FILE = /design/flow/constraint.sdc
export NUM_CORES = 4
export LEC_CHECK = 1
export CORE_AREA = 10 10 70 70
export DIE_AREA = 0 0 80 80
--- design/flow/constraint.sdc ---
current_design disp_ctrl

set clk_period 1.6
set clk_io_pct 0.2

create_clock -name clk0 -period $clk_period

set non_clock_inputs [all_inputs -no_clocks]
set_input_delay [expr $clk_period * $clk_io_pct] -clock clk0 $non_clock_inputs
set_output_delay [expr $clk_period * $clk_io_pct] -clock clk0 [all_outputs]
--- design/flow/design.v ---
`timescale 1ns / 1ps
module disp_ctrl(
    input logic [3:0] disp_val,
    output logic [6:0] seg_out
    );
    always_comb begin
        case (disp_val)
            4'h0: seg_out = 7'b1111110;  
            4'h1: seg_out = 7'b0110000;  
            4'h2: seg_out = 7'b1101101;  
            4'h3: seg_out = 7'b1111001;  
            4'h4: seg_out = 7'b0110011;  
            4'h5: seg_out = 7'b1011011;  
            4'h6: seg_out = 7'b1011111;  
            4'h7: seg_out = 7'b1110000;  
            4'h8: seg_out = 7'b1111111;  
            4'h9: seg_out = 7'b1111011;  
            4'hA: seg_out = 7'b1110111;  
            4'hb: seg_out = 7'b0011111;  
            4'hC: seg_out = 7'b1001110;  
            4'hd: seg_out = 7'b0111101;  
            4'hE: seg_out = 7'b1001111;  
            4'hF: seg_out = 7'b1000111;  
           default: seg_out = 7'b0000000;  
        endcase
    end 
endmodule
==> qor.txt <==
total cells reported by yosys after synthesis: 33
share of the core filled by cells before placement: 8.42%
met2 demand-to-capacity share in global routing: 5.14%
number of instances in the synthesized netlist: 33
Setup crit start kind: input port
Total Wirelength: 977 um
area of all placed cells without fillers: 666 um2
transition time of the tightest slew-check pin: 0.287 ns
sum of net half-perimeters after detailed placement: 671 um
Antenna Diode Count: 0
chip area from the yosys synthesis statistics: 288 um2
violated checks: setup timing
total overflow reported by the global router: 0
slowest library cell on the worst path: mux4_2
crit path capture type: output port
Syn Std Cell Area: 288 um2
overall track demand over capacity in global routing: 2.98%
area growth from synthesis to layout: 131%
Synth Seq Share: 0%
delay of the slowest critical-path stage: 0.44 ns
Synth top cells by count: ha_1, inv_1, a21oi_1, mux2_2
area enclosed by the die boundary: 0.00640 mm2
final critical-path required period: 1.63 ns
number of global-route vias before repair: 334
global-route wire length before repair: 1660 um
layout filler cell count: 369
chip height: 80 um
count of hold-fix buffers inserted at cts: 0
worst-case setup slack after placement: -0.871 ns
maximum ir drop on the vdd rail: 0.0345 mV
total number of sequential cells: 0
total leakage power: 0.274 nW
PD cells: 224 mW/mm2
final setup violating endpoints: 1
number of top-level pins: 11
DR iter-0 viols: 47
number of antenna violations at the first check in global routing: 0
cell accounting for the most synthesized area: ha_1
Tightest Hold Check Type: input port to output port
top achievable clock speed: 613 MHz
pin count of the biggest net entering global routing: 7
share of the synthesized area in the top cell type: 30.4%
Fin Hold WS: 1.02 ns
layout cells sized above 1: 78.3%
standard cell area after detailed placement: 537 um2
setup repair after global routing missed its margin: true
routed wirelength normalized by instance count: 9.22 um
worst path cell trace: buf_8 -> inv_6 -> buf_6 -> ha_4 -> mux4_2 -> buf_2
met3 layer usage reported by global route: 0.114%
DR DRC count: 0
cell family contributing the most delay on the critical path: multiplexers
hold violation count in the final report: 0
buffer-and-inverter tally for the worst setup path: 4
Via Count: 331
max-slew violation count: 0
busiest layer in global routing: met2
number of cell rows: 21
overall die width: 80 um
Antenna Nets Post-Route: 0
met1 layer usage reported by global route: 4.24%
register area: 0 um2
number of vias per cell after detailed routing: 3.12
top cell type by instance count after synthesis: ha_1
distinct cell type count after synthesis: 17
worst relative slew slack: 80.7%
global placer's final weighted congestion: 0.735
run status: finished, violations left
Mean Syn Cell Area: 8.72 um2
count of maximum capacitance violations: 0
detailed-routing iteration count for the pre-antenna-repair pass: 2
start-to-end type of the worst setup path: input port to output port
core region area: 0.00342 mm2
number of warnings printed during yosys synthesis: 1
worst setup slack after layout: -0.0301 ns
final worst-path cycle share: 102%
Crit path arrival time: 1.31 ns
count of clock buffers in the final design: 0
# port buffers: 11
Post-synth area hogs: ha_1, mux2_2, mux4_1
critical-path maximum fanout: 2
stage-log warning count: 40
crit path DRT: 1.28 ns
[power breakdown]
part / switching, mW / total (mW) / internal [mW] / leakage, nW
logic: 0.0584 / 0.149 / 0.0908 / 0.274
registers: 0 / 0 / 0 / 0
clock network: 0 / 0 / 0 / 0
total: 0.0584 / 0.149 / 0.0908 / 0.274
[cell families after synthesis]
family / count (synthesis) / synth area share, %
adder cells (fa/ha/maj): 7 / 30.4
AND/OR/NAND/NOR: 7 / 14.4
buffers and inverters: 7 / 12.2
AND-OR/OR-AND: 6 / 15.2
multiplexers: 6 / 27.8
[layout by cell type (no fill, tap or decap), drive strengths merged]
cell    netlist  layout
nand3b        1       1
nor2b         1       1
clkbuf        0       1
o31a          1       1
or2b          1       1
mux4          1       1
ha            7       7
o32a          1       1
inv           5       5
mux2          3       3
a21oi         3       3
mux2i         2       2
buf           2      28
nor3          2       2
nand2         1       1
nand2b        1       1
a31o          1       1
[final cells by class]
cell class	count	area (um2)	share of cell area (%)
Inverter	5	28.8	4.32
Multi-Input combinational cell	26	339	50.9
Tap cell	46	57.6	8.65
Timing Repair Buffer	29	240	36.1
[timing repair]
action	in CTS	in global routing
gates resized	68	8
setup endpoints to repair	7	5
pin swaps	4	4
cloned	0	0
buffers inserted	6	0
[metal layers]
layer | up-vias | wire, um
met4 | 0 | 0
li1 | 168 | -
met3 | 0 | 15
met2 | 4 | 497
met5 | - | 0
met1 | 159 | 465
[metrics by stage]
| stage | power (mW) | instances | utilization [%] | setup TNS [ns] |
|---|---|---|---|---|
| CTS | 0.146 | 107 | 19.1 | -0.0447 |
| global placement | 0.120 | 101 | 15.7 | -5.49 |
| detailed placement | 0.121 | 101 | 15.7 | -5.60 |
| finish | 0.149 | 106 | 19.5 | -0.0301 |
| floorplan | 0.0466 | 33 | - | 0 |
| global route | 0.164 | 106 | 19.5 | -0.0622 |
[final timing paths]
kind | to | slack (ns) | cells past startpoint | from
setup / recovery | seg_out[3] | -0.03 | 6 | disp_val[0]
hold / removal | seg_out[6] | 1.02 | 3 | disp_val[2]
Power figures rest on the tool's default switching activity, not on a simulated workload.
